File: flow/config.mk
export PLATFORM = sky130hd
export DESIGN_NAME = top_module
export DESIGN_NICKNAME = top_module
export VERILOG_FILES = /design/flow/design.v
export SDC_FILE = /design/flow/constraint.sdc
export NUM_CORES = 4
export LEC_CHECK = 1
export CORE_UTILIZATION = 40
File: flow/constraint.sdc
current_design top_module

set clk_period 8.7
set clk_io_pct 0.2

create_clock -name clk0 -period $clk_period [get_ports {clk}]

set non_clock_inputs [all_inputs -no_clocks]
set_input_delay [expr $clk_period * $clk_io_pct] -clock clk0 $non_clock_inputs
set_output_delay [expr $clk_period * $clk_io_pct] -clock clk0 [all_outputs]
File: flow/design.v
module feature_extractor (
    input  wire                  clk,
    input  wire [16-1:0] in_accel,
    input  wire [16-1:0] in_brake,
    output reg  [16-1:0] feat_accel_mag,
    output reg  [16-1:0] feat_brake_rate,
    output reg                   data_valid
);
    always @(posedge clk) begin
        feat_accel_mag <= in_accel; 
        feat_brake_rate <= in_brake;
        data_valid <= 1'b1;
    end
endmodule
module ml_inference (
    input  wire                  clk,
    input  wire                  data_valid,
    input  wire [16-1:0] feat_accel,
    input  wire [16-1:0] feat_brake,
    output reg  [5:0]            vote_count,  
    output reg                   anomaly_detected
);
    always @(posedge clk) begin
        if(data_valid) begin
            if (feat_accel > 16'h01D9 || feat_brake > 16'h2A4C) begin
                vote_count <= 45;  
                anomaly_detected <= 1;
            end else begin
                vote_count <= 2;   
                anomaly_detected <= 0;
            end
        end
    end
endmodule
module safety_fsm (
    input  wire       clk,
    input  wire       rst_n,
    input  wire       ml_anomaly,
    input  wire       sensor_fault,
    output reg  [2:0] state
);
    reg [3:0] hyst;
    always @(posedge clk or negedge rst_n) begin
        if(!rst_n) begin
            state <= 3'b000; hyst <= 0;
        end else begin
            if(sensor_fault) state <= 3'b100;
            else case(state)
                3'b000: if(ml_anomaly) state <= 3'b001;
                3'b001: begin
                    if(ml_anomaly) state <= 3'b010;
                    else begin
                        hyst <= hyst + 1;
                        if(hyst > 10) begin state <= 3'b000; hyst <= 0; end
                    end
                end
                3'b010: if(ml_anomaly) state <= 3'b011; else state <= 3'b001;
                3'b011: state <= 3'b011;  
                3'b100: state <= 3'b100;    
            endcase
        end
    end
endmodule
module sensor_interface (
    input  wire                  clk,
    input  wire                  rst_n,
    input  wire [16-1:0] raw_accel,
    input  wire [16-1:0] raw_brake,
    output reg  [16-1:0] clean_accel,
    output reg  [16-1:0] clean_brake,
    output reg                   fault_detected
);
    reg [16-1:0] buff [3:0];
    reg [16-1:0] last_val;
    reg [7:0] stuck_cnt;
    integer i;
    always @(posedge clk or negedge rst_n) begin
        if(!rst_n) begin
            clean_accel <= 0; clean_brake <= 0;
            fault_detected <= 0; stuck_cnt <= 0; last_val <= 0;
            for(i=0; i<4; i=i+1) buff[i] <= 0;
        end else begin
            buff[3] <= buff[2]; buff[2] <= buff[1]; buff[1] <= buff[0]; buff[0] <= raw_accel;
            clean_accel <= (buff[0] + buff[1] + buff[2] + buff[3]) >> 2;
            clean_brake <= raw_brake;  
            if(raw_accel == last_val) begin
                if(stuck_cnt < 200) stuck_cnt <= stuck_cnt + 1;
                else fault_detected <= 1;
            end else begin
                stuck_cnt <= 0; fault_detected <= 0;
            end
            last_val <= raw_accel;
        end
    end
endmodule
module top_module (
    input  wire        clk,
    input  wire        rst_n,
    input  wire [15:0] spi_accel,
    input  wire [15:0] spi_brake,
    output wire [2:0]  led_status
);
    wire [15:0] c_accel, c_brake;
    wire [15:0] f_accel, f_brake;
    wire fault, valid, anomaly;
    wire [5:0] votes;
    sensor_interface u_sens (
        .clk(clk), .rst_n(rst_n), 
        .raw_accel(spi_accel), .raw_brake(spi_brake), 
        .clean_accel(c_accel), .clean_brake(c_brake), 
        .fault_detected(fault)
    );
    feature_extractor u_feat (
        .clk(clk), 
        .in_accel(c_accel), .in_brake(c_brake), 
        .feat_accel_mag(f_accel), .feat_brake_rate(f_brake), 
        .data_valid(valid)
    );
    ml_inference u_ml (
        .clk(clk), .data_valid(valid), 
        .feat_accel(f_accel), .feat_brake(f_brake), 
        .vote_count(votes), .anomaly_detected(anomaly)
    );
    safety_fsm u_fsm (
        .clk(clk), .rst_n(rst_n), 
        .ml_anomaly(anomaly), .sensor_fault(fault), 
        .state(led_status)
    );
endmodule
File: flow/run.sh
#!/bin/bash
# OpenROAD 26Q1-2900-gdf79404cd8, Yosys 0.63+post, stock flow scripts
make -C /OpenROAD-flow-scripts/flow DESIGN_CONFIG=/design/flow/config.mk WORK_HOME=/design/flow/orfs finish
==> flow_metrics.py <==
# Flow results
metrics = {
    "setup_path": {
        "crit-reg2reg-launch": "u_sens.buff[2][2]",
        "critPathKind": "reg2reg",
        "r2r_end": "u_sens.clean_accel[10]",
        "worstPathMaxFanout": 4,
        "reg2reg_slack_ns": 5.45,
        "start_kind": "flop",
        "cp.required_ns": 8.98,
        "reg2reg_depth": 11,
        "crit_arrival_ns": 3.53,
        "worstSetupEndpointType": "flop",
    },
    "power_and_ir_drop": {
        "switching_share_pct": 24.8,
        "internal_power_uw": 1330,
        "seqPwrFrac_pct": 42.8,
        "clockPowerShare_pct": 40.0,
        "p_leak_uw": 0.00318,
        "power_frac_comb_pct": 17.2,
        "ir_worst_vdd_v": 0.000243,
        "power_switching_uw": 439,
        "power_density_nw_per_um2": 264,
    },
    "cts": {
        "holdBufCountCts": 0,
        "cts.htree.levels": 4,
        "cts_tree": "built",
        "clock_sinks": 139,
        "cts_setup_buffers": 0,
        "post_cts_resized": 0,
        "cts_made_buffers": 17,
        "cts_root_buf": "clkbuf_16",
        "clock_latency_ns": 0.40,
        "clock_path_buffers": 2,
        "clkSlewWorstSetupHoldPaths_ns": 0.06,
    },
    "timing": {
        "drv_slew": 0,
        "fmax_ghz": 0.308,
        "finalSetupTns_ns": 0,
        "worstMarginPinSlew_ns": 0.657,
        "rsz0062_at_grt": "false",
        "skew_ns": 0.00629,
        "period_used_pct": 37.4,
        "final_hold_viol_count": 0,
        "layout_min_cycle_time_ns": 3.25,
        "relSlewSlack_pct": 56.1,
        "setup_viol": 0,
    },
    "synth": {
        "syn_avg_cell_area_um2": 12.8,
        "ys_area_um2": 5510,
        "syn_area_um2": 5510,
        "yosys_warnings": 5,
        "synth_flops": 139,
        "synth_cell_types": 45,
        "synthArstFlopShare_pct": 78.4,
        "netlist_instances": 431,
        "ys.flop_type": "dfrtp_1",
        "yosysCellCount": 431,
        "ys_seq_share_pct": 60.4,
        "edf_count": 0,
    },
    "finish": {
        "fillCellCount": 1148,
        "lay_top_count": "dfrtp_1",
        "layout_top_cells": "dfrtp_1 (109), inv_1 (86), clkdlybuf4s50_1 (35), fa_1 (30), dfxtp_1 (30)",
        "syn2layout_area_growth_pct": 21.6,
        "stdcell_count": 677,
        "drive_gt1_share_pct": 8.78,
        "post-route-cell-area_um2": 6700,
    },
    "flow_run": {
        "warnings": 27,
        "cap_violations": 0,
    },
    "grt": {
        "grt-ovfl-total": 0,
        "grt_pass1_vias": 3197,
        "grt_max_degree": 51,
        "grt_usage_pct": 13.9,
        "antenna_found_initial": 0,
        "grt_first_pass_wirelength_um": 15100,
    },
    "place": {
        "gp_congestion": 0.891,
        "port_buffers": 36,
        "place_area_um2": 6100,
        "dpl.cell_count": 645,
        "dp_hpwl_um": 6110,
    },
    "floorplanning": {
        "rows": 42,
        "die_w_um": 119,
        "core_area_um2": 13300,
        "fp-utilization_pct": 41.3,
        "ios": 37,
        "dieHeight_um": 119,
        "die-area_um2": 14200,
    },
    "worst_hold_path": {
        "min-delay-start": "u_sens.clean_brake[14]",
        "min_path_cells": 0,
        "hold_class": "reg2reg",
        "holdPathEnd": "u_feat.feat_brake_rate[14]",
    },
    "drt": {
        "postRouteAntennaNets": 0,
        "num_antenna_cells": 0,
        "viasPerCell": 4.49,
        "routed_wl_um": 8390,
        "routed-via-count": 3042,
        "first_pass_iters": 4,
        "drcViolationCount": 0,
        "drt_iter0_drc": 87,
        "routedWlPerCell_um": 12.4,
    },
    "status": {
        "outcome": "finished clean",
    },
}
==> metrics by stage <==
| stage | setup WS (ns) | power, uW | utilization (%) | hold WS (ns) |
|---|---|---|---|---|
| after floorplan | 5.64 | 991 | - | 0.324 |
| after global placement | 5.18 | 1070 | 45.7 | 0.325 |
| after detailed placement | 5.19 | 1080 | 45.7 | 0.327 |
| after CTS | 5.41 | 1800 | 50.2 | 0.339 |
| after global routing | 5.27 | 1870 | 50.2 | 0.342 |
| final | 5.45 | 1770 | 50.2 | 0.339 |
==> Yosys cell counts (all sizes together) (2+ instances only) <==
cell type,count,area share (%)
dfrtp,109,50
inv,86,5.9
dfxtp,30,11
fa,30,11
xor2,25,4.0
nor2,19,1.3
a21oi,17,1.8
ha,16,3.6
nand2,16,1.1
xnor2,12,1.9
o21ai,11,1.1
nor4,6,0.68
nand4,5,0.57
a21o,4,0.57
nand2b,4,0.45
nor3,4,0.45
o21a,4,0.55
or4,4,0.55
nand3,3,0.27
a31oi,2,0.23
and3,2,0.23
o2111ai,2,0.32
o211a,2,0.36
o211ai,2,0.27
==> how the worst max path moves through the flow <==
| stage | startpoint | end | cells after the start |
|---|---|---|---|
| after CTS | u_sens.buff[2][2] | u_sens.clean_accel[10] | 11 |
| after global routing | u_sens.buff[2][2] | u_sens.clean_accel[10] | 11 |
| final | u_sens.buff[2][2] | u_sens.clean_accel[10] | 11 |
==> cell families after synthesis <==
group           share of synthesized area, %
simple gates                            6.47
compound gates                          6.65
mux                                    0.182
flops                                   60.4
buf+inv                                 5.86
xor+xnor                                5.88
fa+ha+maj                               14.5
==> metal layers <==
metal,GRT usage [%],vias up,part of all wire [%]
met5,0,-,0
met4,3.28,0,2.7
met3,4.70,15,6.5
met2,19.7,74,43
met1,22.0,1471,47
li1,-,1482,-
==> power by group through the flow <==
stage,clock (uW),combinational (uW),sequential (uW)
4_1_cts,728,310,758
5_1_grt,756,349,767
6_report,708,304,757
==> final cells by class <==
type                    count  area, um^2  share of cell area [%]
flip-flops and latches    139        3330                    49.7
multi-input cells         206        1860                    27.7
clock buffers              21         450                    6.73
repair buffers             38         373                    5.57
inverters                  86         323                    4.82
well taps                 176         220                    3.29
clock inverters            11         145                    2.17
==> critical path, stage by stage, from the launching register on <==
cell     delay, ns
dfrtp_1       0.37
inv_1         0.07
fa_1          0.45
fa_1          0.57
inv_1         0.06
ha_1          0.27
and4b_1       0.20
or4_1         0.43
a21oi_2       0.25
o21a_1        0.19
o21ai_0       0.10
xor2_1        0.15
==> registers in the layout, indices dropped and copies added, names as in the netlist <==
signal                  cells
u_sens.fault_detected       1
u_ml.anomaly_detected       1
u_sens.clean_brake         16
u_feat.feat_brake_rate     16
u_sens.stuck_cnt            8
u_fsm.hyst                  4
u_feat.feat_accel_mag      13
u_sens.buff                64
u_sens.clean_accel         13
u_fsm.state                 3
No activity file was given, so power comes from the tool's default toggle rates.
